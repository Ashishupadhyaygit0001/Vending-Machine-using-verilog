==> flow/design.v <==
`timescale 1ns / 1ps
module VendingMachine(
input clk,
input rst,
input [2:0] product_code,
input online_payment,
input start,
input cancel,
input [6:0] total_coin_value,
output reg [3:0] state,
output reg dispense_product,
output reg [6:0] return_change,
output reg [6:0] product_price
);
localparam IDLE_STATE = 4'b0000, 
    SELECT_PRODUCT_STATE = 4'b0001, 
    PEN_SELECTION_STATE = 4'b0010, 
    NOTEBOOK_SELECTION_STATE = 4'b0011, 
    COKE_SELECTION_STATE = 4'b0100, 
    LAYS_SELECTION_STATE = 4'b0101, 
    WATER_BOTTLE_SELECTION_STATE = 4'b0110, 
    DISPENSE_AND_RETURN_STATE = 4'b0111;
parameter WATER_BOTTLE_PRICE = 7'd20, LAYS_PRICE = 7'd35, COKE_PRICE = 7'd30, PEN_PRICE = 7'd15, NOTEBOOK_PRICE = 7'd50;
reg [3:0] current_state, next_state;
reg [6:0] product_price_reg, return_change_reg;
always @(posedge clk or posedge rst) begin
    if (rst) begin
        current_state <= IDLE_STATE;
        product_price_reg <= 0;
        return_change_reg <= 0;
    end else begin
        current_state <= next_state;
        product_price_reg <= product_price_reg;  
        return_change_reg <= return_change_reg;  
    end
end
always @(*) begin
    case (current_state)
        IDLE_STATE: begin
            if (start)
                next_state = SELECT_PRODUCT_STATE;
            else if (cancel)
                next_state = IDLE_STATE;
            else 
                next_state = IDLE_STATE;
        end    
        SELECT_PRODUCT_STATE: begin
            case (product_code)
                3'b000: begin
                    next_state = PEN_SELECTION_STATE;  
                    product_price_reg = PEN_PRICE;
                end
                3'b001: begin
                    next_state = NOTEBOOK_SELECTION_STATE;  
                    product_price_reg = NOTEBOOK_PRICE;
                end
                3'b010: begin
                    next_state = COKE_SELECTION_STATE;  
                    product_price_reg = COKE_PRICE;
                end
                3'b011: begin
                    next_state = LAYS_SELECTION_STATE;  
                    product_price_reg = LAYS_PRICE;
                end
                3'b100: begin
                    next_state = WATER_BOTTLE_SELECTION_STATE;  
                    product_price_reg = WATER_BOTTLE_PRICE;
                end
                default: begin
                    next_state = IDLE_STATE;  
                    product_price_reg = 0;
                end
            endcase
        end
        PEN_SELECTION_STATE, NOTEBOOK_SELECTION_STATE, COKE_SELECTION_STATE, LAYS_SELECTION_STATE, WATER_BOTTLE_SELECTION_STATE: begin
            if (cancel) begin 
                next_state = IDLE_STATE;
                return_change_reg = total_coin_value;
            end
            else if (total_coin_value >= product_price_reg)
                next_state = DISPENSE_AND_RETURN_STATE;
            else if (online_payment)
                next_state = DISPENSE_AND_RETURN_STATE;
            else
                next_state = current_state;  
        end
        DISPENSE_AND_RETURN_STATE: begin
            next_state = IDLE_STATE;
            if (online_payment)
                return_change_reg = 0;  
            else if (total_coin_value >= product_price_reg)
                return_change_reg = total_coin_value - product_price_reg;
        end
    endcase
end
always @(*) begin
    state = current_state;
    case (current_state)
        DISPENSE_AND_RETURN_STATE: begin
            dispense_product = 1;
            return_change = return_change_reg;
            product_price = product_price_reg;
        end
        default: begin
            dispense_product = 0;
            return_change = 0;
            product_price = 0;  
        end
    endcase
end
endmodule
==> flow/run.sh <==
#!/bin/bash
# OpenROAD 26Q1-2900-gdf79404cd8, Yosys 0.63+post, stock flow scripts
make -C /OpenROAD-flow-scripts/flow DESIGN_CONFIG=/design/flow/config.mk WORK_HOME=/design/flow/orfs finish
==> flow/config.mk <==
export PLATFORM = sky130hd
export DESIGN_NAME = VendingMachine
export DESIGN_NICKNAME = VendingMachine
export VERILOG_FILES = /design/flow/design.v
export SDC_FILE = /design/flow/constraint.sdc
export NUM_CORES = 4
export LEC_CHECK = 1
export CORE_AREA = 10 10 70 70
export DIE_AREA = 0 0 80 80
==> flow/constraint.sdc <==
current_design VendingMachine

set clk_period 2.7
set clk_io_pct 0.2

create_clock -name clk0 -period $clk_period [get_ports {clk}]

set non_clock_inputs [all_inputs -no_clocks]
set_input_delay [expr $clk_period * $clk_io_pct] -clock clk0 $non_clock_inputs
set_output_delay [expr $clk_period * $clk_io_pct] -clock clk0 [all_outputs]
==> flow_summary.html <==
<p>Metrics extracted from the flow reports.</p>
<table>
<tr><th>Metric</th><th>Value</th></tr>
<tr><th colspan="2">Power</th></tr>
<tr><td>Static leakage</td><td>roughly 0.00022 uW</td></tr>
<tr><td>Power density over cell area</td><td>290 nW/um2</td></tr>
<tr><td>Max VDD drop</td><td>0.0466 mV</td></tr>
<tr><th colspan="2">Critical path</th></tr>
<tr><td>Critical path fanouts, max</td><td>7</td></tr>
<tr><td>Kind of launch point of the worst setup path</td><td>flop</td></tr>
<tr><td>CP Data Required Time</td><td>2.16 ns</td></tr>
<tr><td>Highest cell delay on the worst timing path</td><td>0.46 ns</td></tr>
<tr><td>Data arrival at the endpoint of the critical path</td><td>around 1.3 ns</td></tr>
<tr><td>Critical path capture point type</td><td>primary output</td></tr>
<tr><td>Critical path class</td><td>flop to primary output</td></tr>
<tr><td>Critical-path top delay cell</td><td>sky130_fd_sc_hd__clkdlybuf4s50_1</td></tr>
<tr><td>Cell Chain, Critical Path</td><td>and3_2, clkdlybuf4s50_1</td></tr>
<tr><th colspan="2">Die</th></tr>
<tr><td>Area enclosed by the die boundary</td><td>6400 um2</td></tr>
<tr><td>Initial core utilization</td><td>between 10% and 20%</td></tr>
<tr><td>Standard cell core area</td><td>3420 um2</td></tr>
<tr><td>Ports</td><td>34</td></tr>
<tr><td>Vertical die dimension</td><td>80 um</td></tr>
<tr><td>Die X</td><td>80 um</td></tr>
<tr><td>FP Rows</td><td>21</td></tr>
<tr><th colspan="2">STA</th></tr>
<tr><td>Register pins left without a clock</td><td>3</td></tr>
<tr><td>Endpoints left unconstrained</td><td>6</td></tr>
<tr><td>Final tally of hold violations</td><td>0</td></tr>
<tr><td>Worst hold margin</td><td>0.473 ns</td></tr>
<tr><td>Aggregate negative setup slack</td><td>0 ns</td></tr>
<tr><td>RSZ-0062 raised after global routing</td><td>no</td></tr>
<tr><td>Ratio of final minimum period to clock period</td><td>68.9%</td></tr>
<tr><td>Timing-limited maximum frequency</td><td>about 0.54 GHz</td></tr>
<tr><td>Endpoints failing setup</td><td>0</td></tr>
<tr><td>Final-report max-slew violation count</td><td>0</td></tr>
<tr><td>Final critical path time including I/O delays and setup</td><td>between 1.5 and 2 ns</td></tr>
<tr><th colspan="2">Clocking</th></tr>
<tr><td>Cts bufs inserted</td><td>3</td></tr>
<tr><td>Number of buffers inserted for hold repair after clock tree synthesis</td><td>0</td></tr>
<tr><td>Maximum level of the CTS H-tree</td><td>1</td></tr>
<tr><td>Root buffer selected by CTS</td><td>sky130_fd_sc_hd__clkbuf_4</td></tr>
<tr><td>CTS tree</td><td>done</td></tr>
<tr><td>Post-CTS repair timing setup buffer count</td><td>0</td></tr>
<tr><td>Number of gates resized after cts</td><td>0</td></tr>
<tr><td>Max clock buf depth</td><td>2</td></tr>
<tr><td>Clock Pin Slew Worst Setup and Hold Paths</td><td>0.04 ns</td></tr>
<tr><th colspan="2">Worst hold path</th></tr>
<tr><td>Worst hold path type</td><td>input port to asynchronous set/reset pin</td></tr>
<tr><th colspan="2">Global routing</th></tr>
<tr><td>Largest net degree at the start of global routing</td><td>8</td></tr>
<tr><td>Wire length of the first global-routing pass</td><td>1190 um</td></tr>
<tr><td>Global-route total usage across every layer</td><td>2.23%</td></tr>
<tr><td>Initial antenna violation count</td><td>0</td></tr>
<tr><td>Via count of the first global-routing pass</td><td>slightly below 300</td></tr>
<tr><td>Residual overflow from global routing</td><td>0</td></tr>
<tr><th colspan="2">Synth</th></tr>
<tr><td>Unique cell type count in the Yosys netlist</td><td>19</td></tr>
<tr><td>Main area contributors</td><td>sky130_fd_sc_hd__buf_4 30%, sky130_fd_sc_hd__dfrtp_1 20%, sky130_fd_sc_hd__dlxtn_1 12%</td></tr>
<tr><td>Mux cell area share after synthesis</td><td>2.68%</td></tr>
<tr><td>Flops out of synthesis</td><td>6</td></tr>
<tr><td>Number of enable flip-flop cells</td><td>0</td></tr>
<tr><td>Asr flop ratio synth</td><td>50.0%</td></tr>
<tr><td>Synth top cells by count</td><td>15 x sky130_fd_sc_hd__buf_4, 3 x sky130_fd_sc_hd__dfrtp_1, 3 x sky130_fd_sc_hd__dlxtn_1, 3 x sky130_fd_sc_hd__inv_1</td></tr>
<tr><td>Adder and majority gate portion of the synthesized area</td><td>3.34%</td></tr>
<tr><td>Yosys stat chip area</td><td>374 um2</td></tr>
<tr><td>Post-Synthesis Cell Area</td><td>374 um2</td></tr>
<tr><td>Cell taking the most area after synthesis</td><td>sky130_fd_sc_hd__buf_4</td></tr>
<tr><td>Cell total in the yosys stat output</td><td>~41</td></tr>
<tr><td>Post-synthesis cell type with the largest instance count</td><td>sky130_fd_sc_hd__buf_4</td></tr>
<tr><td>Share of synthesized cell area in and-or and or-and compound cells</td><td>about a tenth</td></tr>
<tr><td>Mean instance size in the synthesized netlist</td><td>between 9 and 10 um2</td></tr>
<tr><td>Post-synthesis share of cell area spent on xor and xnor gates</td><td>0%</td></tr>
<tr><td>Simple-gate area share of the yosys netlist</td><td>17.7%</td></tr>
<tr><td>Top non-seq family</td><td>buffers and inverters</td></tr>
<tr><td>Warnings from Yosys</td><td>29</td></tr>
<tr><td>Fraction of post-synthesis cell area in the top cell type by area</td><td>30.1%</td></tr>
<tr><td>Most used flip-flop cell after synthesis</td><td>sky130_fd_sc_hd__dlxtn_1</td></tr>
<tr><td>Number of instances in the synthesized netlist</td><td>approximately 41</td></tr>
<tr><th colspan="2">Detailed routing</th></tr>
<tr><td>Total wire length after detailed routing</td><td>842 um</td></tr>
<tr><td>Count of unresolved DRC violations after routing</td><td>0</td></tr>
<tr><td>Detailed Routing Iterations Pass 1</td><td>4</td></tr>
<tr><td>Initial DRC count</td><td>6</td></tr>
<tr><td>Total via count after detailed routing</td><td>267</td></tr>
<tr><td>Wire length per cell</td><td>8.42 um</td></tr>
<tr><td>Antenna cell count</td><td>0</td></tr>
<tr><td>Routed Antenna Nets</td><td>0</td></tr>
<tr><td>Post-detailed-route via-to-cell ratio</td><td>2.67</td></tr>
<tr><th colspan="2">Place</th></tr>
<tr><td>Half-perimeter wire length after detailed placement</td><td>about 730 um</td></tr>
<tr><td>Placer's final routability congestion estimate</td><td>0.636</td></tr>
<tr><td>Number of buffers inserted by port buffering</td><td>10</td></tr>
<tr><th colspan="2">Finish</th></tr>
<tr><td>P&amp;R area growth vs syn</td><td>33.1%</td></tr>
<tr><td>Share of cells above drive strength 1</td><td>7.41%</td></tr>
<tr><td>Finished Core Util</td><td>between 10% and 20%</td></tr>
<tr><th colspan="2">Job</th></tr>
<tr><td>Max-cap violation count</td><td>0</td></tr>
<tr><td>Tool warning count</td><td>33</td></tr>
<tr><th colspan="2">Outcome</th></tr>
<tr><td>Status</td><td>finished clean</td></tr>
</table>
==> worst paths after layout <==
| path | from | endpoint | slack, ns | depth (start not counted) |
|---|---|---|---|---|
| worst max-delay path | current_state[2] | dispense_product | 0.84 | 2 |
| worst min-delay path | rst | current_state[0] | 0.47 | 2 |
| max in group asynchronous | rst | current_state[2] | 2.10 | 2 |
| min in group clk0 | current_state[0] | state[0] | 1.62 | 1 |
==> layer usage <==
| metal | routed length, um | track usage, % | part of all wire, % |
|---|---|---|---|
| met1 | 383 | 3.08 | 45 |
| met2 | 376 | 3.13 | 45 |
| met3 | 82 | 0.568 | 9.7 |
| met4 | 0 | 1.06 | 0 |
| met5 | 0 | 0 | 0 |
==> cell type report <==
| class | count | area, um2 |
|---|---|---|
| Clock buffer | 4 | 26.3 |
| Timing Repair Buffer | 10 | 100 |
| Multi-Input combinational cell | 31 | 183 |
| Fill cell | 408 | 2920 |
| Inverter | 3 | 11.3 |
| Tap cell | 46 | 57.6 |
| Sequential cell | 6 | 120 |
==> report_power, final <==
part | switching (uW) | leakage [uW] | internal (uW) | total, uW
combinational | 6.80 | 0.000138 | 11.7 | 18.5
clock | 23.0 | 0.0000150 | 55.4 | 78.3
sequential | 0.637 | 0.0000625 | 46.7 | 47.4
==> flip-flops by register name, summed over array words and instances, names as in the netlist <==
name           cells
current_state      3
next_state         3
==> cells by family after synthesis <==
group,after synthesis
latches,3
DFF,3
buffers and inverters,18
muxes,1
AOI/OAI and AO/OA,5
and+or+nand+nor,9
other,1
adders and majority gates,1
==> worst max-delay path: cells and delay by family (launching register included) <==
kind / cells / cell delay (ns)
buffers and inverters: 1 / 0.46
flip-flops: 1 / 0.42
AND/OR/NAND/NOR: 1 / 0.21
==> placed cells by master (no fill, tap or decap), types with 2 or more instances in the layout <==
cell type,n
sky130_fd_sc_hd__clkbuf_4,3
sky130_fd_sc_hd__clkdlybuf4s50_1,10
sky130_fd_sc_hd__conb_1,15
sky130_fd_sc_hd__dfrtp_1,3
sky130_fd_sc_hd__dlxtn_1,3
sky130_fd_sc_hd__inv_1,3
sky130_fd_sc_hd__nand4bb_1,2
sky130_fd_sc_hd__nor2_1,2
==> per-stage QoR <==
stage | worst slack [ns] | area [um2] | total power [uW] | std cells
detailed placement | 1.08 | 472 | 67.2 | 96
finish | 0.840 | 498 | 144 | 100
global route | 0.781 | 498 | 153 | 100
CTS | 0.827 | 498 | 151 | 100
floorplan | 1.59 | 427 | 68.8 | 55
global placement | 1.10 | 472 | 67.1 | 96
Power and IR drop assume default switching activity.
